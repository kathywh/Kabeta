### flow/run.sh
#!/bin/bash
# OpenROAD 26Q1-2900-gdf79404cd8, Yosys 0.63+post, stock flow scripts
make -C /OpenROAD-flow-scripts/flow DESIGN_CONFIG=/design/flow/config.mk WORK_HOME=/design/flow/orfs finish
### flow/config.mk
export PLATFORM = sky130hd
export DESIGN_NAME = RegisterFile
export DESIGN_NICKNAME = RegisterFile
export VERILOG_FILES = /design/flow/design.v
export SDC_FILE = /design/flow/constraint.sdc
export NUM_CORES = 4
export LEC_CHECK = 1
export CORE_UTILIZATION = 50
### flow/constraint.sdc
current_design RegisterFile

set clk_period 6.3
set clk_io_pct 0.2

create_clock -name clk0 -period $clk_period [get_ports {Clock}]

set non_clock_inputs [all_inputs -no_clocks]
set_input_delay [expr $clk_period * $clk_io_pct] -clock clk0 $non_clock_inputs
set_output_delay [expr $clk_period * $clk_io_pct] -clock clk0 [all_outputs]
### flow/design.v
interface IO_AccessItf
#(parameter DATA_WIDTH = 32)
(
  input wire Clock,
  input wire Reset
);
  logic [DATA_WIDTH-1:0] WrData;       
  logic WrEn, RdEn;                    
  modport SlavePort
  (
    input Clock, Reset,
    input WrData, WrEn, RdEn
  );
  modport MasterPort
  (
    input Clock, Reset,
    output WrData, WrEn, RdEn
  );
endinterface
package IO_AddressTable;
  parameter [2:0] EIC_ADDR = 3'h0;
  parameter [3:0] IER_ADDR = 4'h0;
  parameter [3:0] INR_ADDR = 4'h1;
  parameter [2:0] BKD_ADDR  = 3'h1;
  parameter [3:0] LEDC_ADDR = 4'h0;
  parameter [3:0] SSDC_ADDR = 4'h1;
  parameter [3:0] KDIE_ADDR = 4'h2;
  parameter [3:0] KEYS_ADDR = 4'h3;
  parameter [3:0] SSCR_ADDR = 4'h4;
  parameter [2:0] UART_ADDR  = 3'h2;
  parameter [3:0] UACR_ADDR  = 4'h0;
  parameter [3:0] UASR_ADDR  = 4'h1;
  parameter [3:0] UAICR_ADDR = 4'h2;
  parameter [3:0] UAISR_ADDR = 4'h3;
  parameter [3:0] UADR_ADDR  = 4'h4;
  parameter [2:0] STMR_ADDR = 3'h3;
  parameter [3:0] STCR_ADDR = 4'h0;
  parameter [3:0] STLV_ADDR = 4'h1;
  parameter [2:0] RESV4_ADDR = 3'h4;
  parameter [2:0] RESV5_ADDR = 3'h5;
  parameter [2:0] RESV6_ADDR = 3'h6;
  parameter [2:0] RESV7_ADDR = 3'h7;
endpackage
module RegisterFile
(
  Clock, EnX, EnY, EnW,
  AddrX, AddrY, AddrW,
  DataX, DataY, DataW
);
  localparam W_DATA = 32;       
  localparam W_ADDR = 5;        
  input Clock;
  input EnX, EnY, EnW;
  input [W_ADDR-1:0] AddrX, AddrY, AddrW;
  output reg [W_DATA-1:0] DataX, DataY;
  input [W_DATA-1:0] DataW;
  localparam C_REG = 2 ** W_ADDR - 1;        
  reg [W_DATA-1:0] RegArray[0:C_REG-1];      
  always @(posedge Clock)
    begin      
      if(EnW && (AddrW != 5'd31))
        begin
          RegArray[AddrW] <= DataW;
        end
    end
  always @(posedge Clock)
    begin
      if(EnX)
        begin
          if(AddrX == 5'd31)             
            begin
              DataX <= 0;
            end
          else if(EnW & (AddrX == AddrW))          
            begin
              DataX <= DataW;
            end
          else                             
            begin
              DataX <= RegArray[AddrX];
            end
        end
      if(EnY)
        begin
          if(AddrY == 5'd31)             
            begin
              DataY <= 0;
            end
          else if(AddrY == AddrW)          
            begin
              DataY <= DataW;
            end
          else                             
            begin
              DataY <= RegArray[AddrY];
            end
        end
    end
endmodule
==> qor.csv <==
metric;value;unit
layout cells sized above 1;22.9;%
number of DRC violations after detailed-routing iteration 0;2097;
number of buffers between clock root and the deepest sink;3;
die height;314;microns
H-tree depth;3;
critical path class;input port to flop;
cts hold-fix bufs;0;
Post-Layout Cell Count;4286;
beginning of the worst hold path;RegArray[30][14];
highest ir drop seen on vdd;0.239;mV
Init Core Util;50.3;%
sequential fraction of design power;50.5;%
via count of the first global-routing pass;32114;
Total GRT Usage;34.7;%
fraction of post-synthesis cell area in the top cell type by area;65.2;%
Setup Skew;0.0163;ns
maximum number of pins on one net before global-route repair;96;
Sw Ratio;23.0;%
mean cell area of the mapped netlist;17.4;sq um
Final Max Tran Viols;0;
largest area contributor in the netlist;edfxtp_1;
post-detailed-route count of antenna-violating nets;0;
wire length of the first global-routing pass;217;mm
global routing's busiest layer;met2;
HP Class;flop to flop;
largest fanout of any net on the critical path;36;
required time of the worst setup path;6.86;ns
total die size;98500;sq um
count of flip-flops with a built-in enable after synthesis;1056;
post-route worst setup slack;2.52;ns
Psw;3620;uW
max-capacitance violation count;0;
Final Hold Violating Endpoints;0;
Main synth FF type;edfxtp_1;
average via count per standard cell;6.79;
number of unique standard cell types used by synthesis;44;
critical path startpoint;AddrX[3];
endpoint class of the critical path;flop;
root buffer cell;clkbuf_16;
portion of total power attributed to combinational logic;8.8;%
number of standard cells reported by yosys;2800;
worst r2r src;RegArray[9][17];
internal power;12100;uW
Final Cycle Share;59.9;%
number of ports placed on the die boundary;115;
Area growth, synth to finish;13.3;%
synthesized instance count;2800;
main area contributors after synthesis;edfxtp_1 (65%), mux4_2 (14%), mux2i_1 (7.1%), a32o_1 (1.2%), a21oi_1 (1.1%);
die boundary width;314;microns
CTS tree;yes;
setup repair after global routing missed its margin;false;
dpl ws;1.87;ns
total power divided by cell area;286;nW/um^2
clock-pin slew on the worst setup and hold paths;0.06;ns
wire per inst;34.8;microns
final routed wirelength across all metal layers;149;mm
number of placement rows;114;
Setup Total Neg Slack;0;ns
crit start category;input port;
core box area;96600;sq um
number of clock sinks seen by CTS;1056;
final worst path period need;3.78;ns
final tally of setup violations;0;
HPWL after detailed placement;86.8;mm
final weighted congestion in routability-driven placement;0.949;
vias;29120;
tally of buffers added on design ports;114;
met2 global-route usage;48.0;%
post-cts sizing count;0;
ys async rst share;0;%
slew at the pin closest to its max-slew limit;0.956;ns
number of warning messages in the logs;26;
Static Leak;0.0179;uW
Inserted Clock Buffers;111;
#FFs+latches synth;1056;
post-route DRC violation count;0;
share of the yosys chip area belonging to registers;65.2;%
count of synthesis-stage warnings from yosys;1;
setup repair bufs after CTS;0;
post-placement cell count;4077;
number of detailed-route iterations in the first pass;5;
Chip Area, Yosys;48600;sq um
total standard cell area after synthesis;48600;sq um
met1 global-route usage;43.4;%
headroom to the max-slew limit;36.1;%
initial antenna violation count;7;
clock group share of total power;40.7;%
Late-Pin Clk Latency;0.69;ns
global route total overflow;0;
M3 GR Usage;27.2;%
Fmax;265;MHz
data arrival at the endpoint of the critical path;4.33;ns
final antenna diode count;0;
outcome;finished clean;
[worst max-delay path: stages]
cell and delay (ns):
buf_4 0.60, nor2b_4 0.67, buf_4 0.69, buf_4 0.46, a211oi_1 0.21, o31ai_1 0.15, a32o_1 0.21
[cells in the mapped netlist (all sizes together) (11+ instances only)]
cell type,count
nand3,26
mux4,302
mux2,37
a21oi,111
a211oi,67
o22ai,67
nor2b,38
edfxtp,1056
mux2i,346
buf,127
o221ai,30
nand2,120
o31ai,30
nand2b,11
nor2,95
clkbuf,106
o2111ai,52
a22oi,26
o21ai,17
a32o,60
[routing by layer]
metal,share of wire (%),wire (microns),vias up
li1,-,-,11991
met1,31,47000,14364
met2,45,67700,2384
met3,18,27500,369
met4,4.7,7050,12
met5,0.046,69,-
[worst paths after layout]
path | endpoint | slack (ns) | cells past startpoint
min reg2reg | DataY[14] | 0.79 | 3
max | DataX[12] | 2.52 | 7
max reg2reg | DataX[17] | 4.04 | 4
min | DataY[14] | 0.79 | 3
[cells in the final DEF (no fill, tap or decap), types with 9 or more instances in the layout]
master and count:
o211ai_1 10, xnor2_1 10, mux2_2 37, a22oi_1 26, clkinv_1 20, mux4_2 302
nor2_1 62, nand2b_1 10, clkinv_2 34, o2111ai_1 52, a21oi_1 111, clkdlybuf4s50_1 102
bufinv_16 9, clkbuf_1 22, nand2_1 119, o221ai_1 30, clkbuf_16 115, mux2i_1 346
buf_4 116, o22ai_1 67, a211oi_1 67, nor2b_1 34, edfxtp_1 1056, o21ai_0 17
o31ai_1 30, nor2_4 33, a32o_1 60, nand3_1 24
[metrics by stage]
stage | cell area [sq um] | util (%) | power (uW) | hold slack [ns]
floorplan | 48600 | - | 8810 | 0.705
global placement | 51500 | 53.4 | 9450 | 0.747
detailed placement | 51500 | 53.4 | 9460 | 0.763
CTS | 55100 | 57.1 | 15800 | 0.780
global route | 55100 | 57.1 | 16200 | 0.823
finish | 55100 | 57.1 | 15700 | 0.786
[registers in the layout, indices dropped and copies added, names as in the netlist]
| register | count |
|---|---|
| RegArray | 992 |
| DataX | 32 |
| DataY | 32 |
[kinds of logic (layout without fill, tap and decap cells)]
group	after synthesis	count (layout)	synth area share (%)
flip-flops	1056	1056	65.2
multiplexers	685	685	22.0
AND-OR/OR-AND	490	490	7.29
AND/OR/NAND/NOR	324	324	3.03
buffers and inverters	235	445	2.30
XOR/XNOR	10	10	0.180
[power by group through the flow]
stage | clock network [uW] | logic, uW | registers (uW)
CTS | 6480 | 1380 | 7940
global route | 6730 | 1460 | 7960
finish | 6400 | 1380 | 7950
[area by class of cell]
type / count / area [sq um]
Clock buffer: 137 / 2960
Clock inverter: 72 / 589
Fill cell: 7025 / 41500
Inverter: 2 / 7.51
Multi-Input combinational cell: 1509 / 16100
Sequential cell: 1056 / 31700
Tap cell: 1276 / 1600
Timing Repair Buffer: 234 / 2130
Power figures rest on the tool's default switching activity, not on a simulated workload.
