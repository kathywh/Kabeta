$ cat design/flow/design.v
interface IO_AccessItf
#(parameter DATA_WIDTH = 32)
(
  input wire Clock,
  input wire Reset
);
  logic [DATA_WIDTH-1:0] WrData;       
  logic WrEn, RdEn;                    
  modport SlavePort
  (
    input Clock, Reset,
    input WrData, WrEn, RdEn
  );
  modport MasterPort
  (
    input Clock, Reset,
    output WrData, WrEn, RdEn
  );
endinterface
package IO_AddressTable;
  parameter [2:0] EIC_ADDR = 3'h0;
  parameter [3:0] IER_ADDR = 4'h0;
  parameter [3:0] INR_ADDR = 4'h1;
  parameter [2:0] BKD_ADDR  = 3'h1;
  parameter [3:0] LEDC_ADDR = 4'h0;
  parameter [3:0] SSDC_ADDR = 4'h1;
  parameter [3:0] KDIE_ADDR = 4'h2;
  parameter [3:0] KEYS_ADDR = 4'h3;
  parameter [3:0] SSCR_ADDR = 4'h4;
  parameter [2:0] UART_ADDR  = 3'h2;
  parameter [3:0] UACR_ADDR  = 4'h0;
  parameter [3:0] UASR_ADDR  = 4'h1;
  parameter [3:0] UAICR_ADDR = 4'h2;
  parameter [3:0] UAISR_ADDR = 4'h3;
  parameter [3:0] UADR_ADDR  = 4'h4;
  parameter [2:0] STMR_ADDR = 3'h3;
  parameter [3:0] STCR_ADDR = 4'h0;
  parameter [3:0] STLV_ADDR = 4'h1;
  parameter [2:0] RESV4_ADDR = 3'h4;
  parameter [2:0] RESV5_ADDR = 3'h5;
  parameter [2:0] RESV6_ADDR = 3'h6;
  parameter [2:0] RESV7_ADDR = 3'h7;
endpackage
module ArithmeticLogicUnit
(
  input Clock,
  input Enable,
  input [3:0] OpCode,
  input [31:0] X, Y,
  output reg [31:0] Z
);
  always @(posedge Clock)
    begin
      begin
        if(Enable)
          begin
            case(OpCode)
              4'b0000:  Z <= X + Y;
              4'b0001:  Z <= X - Y;
              4'b0100:  Z <= (X == Y) ? 32'd1 : 32'd0;
              4'b0101:  Z <= ($signed(X) < $signed(Y)) ? 32'd1 : 32'd0;       
              4'b0110:  Z <= ($signed(X) <= $signed(Y)) ? 32'd1 : 32'd0;      
              4'b1000:  Z <= X & Y;
              4'b1001:  Z <= X | Y;
              4'b1010:  Z <= X ^ Y;
              4'b1100:  Z <= X << Y[4:0];
              4'b1101:  Z <= X >> Y[4:0];
              4'b1110:  Z <= $signed(X) >>> Y[4:0];
              default:   Z <= 32'hxxxx_xxxx;
            endcase
          end
      end
    end
endmodule
$ cat design/flow/run.sh
#!/bin/bash
# OpenROAD 26Q1-2900-gdf79404cd8, Yosys 0.63+post, stock flow scripts
make -C /OpenROAD-flow-scripts/flow DESIGN_CONFIG=/design/flow/config.mk WORK_HOME=/design/flow/orfs finish
$ cat design/flow/config.mk
export PLATFORM = sky130hd
export DESIGN_NAME = ArithmeticLogicUnit
export DESIGN_NICKNAME = ArithmeticLogicUnit
export VERILOG_FILES = /design/flow/design.v
export SDC_FILE = /design/flow/constraint.sdc
export NUM_CORES = 4
export LEC_CHECK = 1
export CORE_UTILIZATION = 50
$ cat design/flow/constraint.sdc
current_design ArithmeticLogicUnit

set clk_period 8.4
set clk_io_pct 0.2

create_clock -name clk0 -period $clk_period [get_ports {Clock}]

set non_clock_inputs [all_inputs -no_clocks]
set_input_delay [expr $clk_period * $clk_io_pct] -clock clk0 $non_clock_inputs
set_output_delay [expr $clk_period * $clk_io_pct] -clock clk0 [all_outputs]
==> design notes <==
The final count of negative-setup-slack endpoints came out at 0. The worst hold path endpoint was Z[5]. The script parses the final routing iteration and logs DRC violations as 0. Vias per cell: 6.67. OpenROAD reports that the post-layout worst path occupies 67.1% of the period. After floorplanning, the core was sized to cover 18800 um2. The share of the core area taken by cells at floorplan is 51.5%. Yosys instantiated no cell more often than nor2_1.

The run finished with clean final reports. The type of the worst min-delay path was in -> reg. The post-cts resize count was 0. The register with the most flip-flops in the layout has 32 of them. STA classifies the critical path startpoint as an input port. The transition time recorded at the tightest slew-check pin is 947 ps. In this run the tools logged warnings totalling 91.

The routed wire length per instance works out to 24.7 um. Per the synth stats, the flop cell with the highest instance count is edfxtp_1. Timing would allow up to 0.177 GHz. Setup repair after global routing left no endpoint under its margin. The final layout reports a setup TNS of 0 ps.

Global routing finished with a remaining overflow of 0. The yosys synthesis chip area is 9690 um2, and the flip-flop and latch count after synthesis is 32. The final cell area excluding filler cells came out at 10900 um2. With the share of the synthesized area in the top cell type at 12.5%, the die area is 19900 um2. The remaining antenna violation count after routing is 0.

The number of hold buffers added after CTS was 0. The worst path in the final design needs a cycle of 5640 ps, including I/O delays and setup. CTS built an H-tree with a depth of 2. The final route contains 10554 vias. Port buffering added 101 buffers. In the final report, the number of hold violations comes to 0. The logs give 1760 ps for the worst hold-check slack and 50 for the number of rows in the core area.

Measured on the finished design, the core utilization comes to 57.8%. TritonCTS built the clock tree. Per the Yosys statistics, synthesis produced 1294 cells. The run gives 5690 ps for the data arrival time of the critical path. The cell sitting at the root of the clock tree is a clkbuf_16. Per the synth stats, the proportion of register bits with asynchronous set or reset is 0%. The sum of internal, switching and leakage power is 0.00113 W.

The cell area after technology mapping is 9690 um2. The run gives 39.1 mm for the aggregate routed wire length. The max-slew check reports its worst relative slack as 36.0%. Summing the areas of all fa, ha and maj instances in the mapped netlist gives 12.9% of the synthesized area.

The maximum fanout along the worst path works out to 55. The number of warnings printed during yosys synthesis is 1, and the number of global-route vias before repair is 9820. For reference, the mux area share after synthesis is 16.3%.

The count of maximum capacitance violations is 0. The floorplan step set the die height to 141 um. Of the synthesized area, sequential elements account for 9.91%.

In the routed netlist, the antenna diode instances number 0. The run gives 141 um for the horizontal extent of the die. The run gives 1.45% for the xor-xnor portion of the synthesized cell area.

Power spread over the standard cell area amounts to 104 nW/um2. The buffer depth of the longest clock path was 2; the worst supply voltage drop on vdd was 94.8 uV. Yosys attributes the largest share of cell area to ha_1 13%, edfxtp_1 9.9%, mux4_2 9.5%. The most flop-heavy register was Z. Entering global routing, the biggest net connects 67 pins. The run gives 8 for the detailed-routing iteration count for the pre-antenna-repair pass.

STA classifies the critical path endpoint as a flip-flop. Pins over their slew limit in the final report were tallied at 0. 102 I/O pins were placed. The placement summary gives the final routability congestion estimate as 1.04. Of the cells placed in the final design, the portion with a size suffix greater than 1 is 10.1%.

The worst hold path begins at Enable. The largest registers in the layout are Z x32. STA puts the critical path data required time at 8450 ps. The cell type that accounts for the most area after synthesis is ha_1. After the first detailed-routing iteration, the DRC count stood at 1145. On the worst setup and hold paths after CTS, the clock-pin slew comes to 70 ps. In this run, the synthesized area fraction spent on AND-OR/OR-AND gates is recorded as 33.1%. Looking at the post-CTS report, the setup buffer insertion count equals 0.

TritonCTS created 5 clock buffers. The run gives 59.8 mm as the first-pass GRT wire length. The run gives 1294 for the cell count after synthesis. The logs give 0 for the initial antenna violation count and 87 for the number of distinct library cells after synthesis. The clock sink count came out at 32. Sorting the synthesized cells by how often they occur yields 141 x nor2_1, 123 x a21oi_1, 105 x nand2_1.

The run gives 10700 um2 for the placement-stage cell area. Main logic family after synthesis: AND-OR/OR-AND gates. Detailed placement ended at an HPWL of 29.6 mm. In this run the mean area of a mapped cell was 7.49 um2. The signed area change from the synthesized netlist to the final layout is 12.2%. The synthesized design contains 32 enable-type register cells. The total routing usage reported by global routing is 41.2%. The synthesized netlist devotes 17.8% of its cell area to simple gates.

Critical path class: in -> reg. Reported leakage power: 4.36 nW. The depth of the worst hold-timing path is 1.
==> routing by layer <==
layer	global-route usage [%]	vias to the layer above	routed length (um)	share of wire [%]
met2	62.5	624	17300	44
li1	-	4926	-	-
met1	58.0	4906	16200	41
met5	0	-	0	0
met4	17.4	0	2040	5.2
met3	8.34	98	3670	9.4
==> layout make-up <==
class / instances / area, um2
clock buffer: 5 / 125
sequential: 32 / 961
clock inverter: 3 / 37.5
timing repair buffer: 124 / 1160
tap: 260 / 325
fill: 1801 / 7950
inverter: 93 / 349
multi-input combinational: 1066 / 7930
==> cells by family (layout without fill, tap and decap cells) <==
logic type                 count (synthesis)  in the layout
xor gates and xnor gates                  16             16
DFF                                       32             32
muxes                                    103            103
adders and majority gates                 99             99
and+or+nand+nor                          379            379
buffers and inverters                    196            225
AOI/OAI and AO/OA                        469            469
==> where the power goes <==
group	switching (W)	internal, W	total [W]	leakage [nW]
Combinational	0.000409	0.000280	0.000689	3.97
Sequential	0.00000667	0.000206	0.000213	0.312
Clock	0.0000876	0.000138	0.000226	0.0789
==> placed cells by master, fill, tap and decap left out, types with 6 or more instances in the layout <==
| cell type | n |
|---|---|
| nor2b_1 | 7 |
| and2_1 | 6 |
| o221ai_1 | 7 |
| mux2_2 | 22 |
| o21a_1 | 9 |
| buf_4 | 24 |
| nand2_1 | 105 |
| a21oi_1 | 123 |
| xnor2_1 | 11 |
| nor3_1 | 35 |
| o31ai_1 | 12 |
| a221oi_1 | 18 |
| or3_1 | 7 |
| clkdlybuf4s50_1 | 95 |
| o21ai_0 | 88 |
| mux4_2 | 41 |
| mux2i_1 | 38 |
| a2111oi_0 | 6 |
| o31a_1 | 7 |
| o211ai_1 | 25 |
| a22oi_1 | 7 |
| a211oi_1 | 22 |
| and3_1 | 8 |
| o22ai_1 | 12 |
| nand2b_1 | 13 |
| nor2_1 | 140 |
| or2_2 | 7 |
| a31oi_1 | 13 |
| ha_1 | 97 |
| nand3_1 | 15 |
| inv_1 | 92 |
| o2111ai_1 | 8 |
| edfxtp_1 | 32 |
| o32ai_1 | 7 |
| o21ai_1 | 8 |
| a21o_1 | 14 |
| nor4_1 | 14 |
| o21bai_1 | 11 |
==> worst max path at each step <==
stage / end / depth (start not counted) / start
CTS: Z[26] / 13 / Y[4]
global route: Z[26] / 13 / Y[4]
finish: Z[26] / 13 / Y[4]
==> worst max-delay path: stages <==
cell and delay (ps):
buf_2 80, buf_4 450, inv_1 530, ha_1 620, inv_1 70, a21oi_1 380, nand3_1 240, a31o_2 320
a21oi_1 620, o21ai_0 270, a21bo_2 240, a21oi_1 130, nor3_1 60
==> stage by stage <==
step	cells	setup slack (ps)
final	1583	2760
after global routing	1583	2480
after CTS	1583	2890
after detailed placement	1575	2580
after global placement	1575	2700
after floorplan	1294	3340
Power and IR drop assume default switching activity.
